## flow/design.v

```verilog
module controller (
  input      rst_n, clk,
  input      size_valid,
  input      data_start,
  input      last_data,
  output reg checksum_valid,
  output reg latch_size,
  output reg upd_data,
  output reg dec_cnt,
  output reg clr_data
);
  localparam WAIT_ON_SIZE       = 0;
  localparam WAIT_ON_DATA_START = 1;
  localparam GET_DATA           = 2;
  localparam DELIVER_CHECKSUM   = 3;
  reg [1:0] cstate, nstate;
  always @( posedge clk )
    if( !rst_n )
      cstate <= WAIT_ON_SIZE;
    else
      cstate <= nstate;
  always @*
  begin
    latch_size     <= 0;
    checksum_valid <= 0;
    upd_data       <= 0;
    dec_cnt        <= 0;
    clr_data       <= 0;
    case( cstate )
      WAIT_ON_SIZE : begin
        clr_data     <= 1;
        if( size_valid ) begin
          latch_size <= 1;
          if( data_start )
            nstate   <= GET_DATA;
          else
            nstate   <= WAIT_ON_DATA_START;
        end
        else begin
          nstate     <= WAIT_ON_SIZE;
        end
      end  
      WAIT_ON_DATA_START : begin
        clr_data <= 1;
        if( data_start )
          nstate <= GET_DATA;
        else
          nstate <= WAIT_ON_DATA_START;
      end  
      GET_DATA : begin
        upd_data <= 1;
        dec_cnt  <= 1;
        if( last_data )
          nstate <= DELIVER_CHECKSUM;
        else
          nstate <= GET_DATA;
      end  
      DELIVER_CHECKSUM : begin
        checksum_valid <= 1;
        nstate         <= WAIT_ON_SIZE;
      end  
      default: begin
        nstate <= WAIT_ON_SIZE;
      end
    endcase
  end
endmodule
```

## flow/run.sh

```bash
#!/bin/bash
# OpenROAD 26Q1-2900-gdf79404cd8, Yosys 0.63+post, stock flow scripts
make -C /OpenROAD-flow-scripts/flow DESIGN_CONFIG=/design/flow/config.mk WORK_HOME=/design/flow/orfs finish
```

## flow/config.mk

```make
export PLATFORM = sky130hd
export DESIGN_NAME = controller
export DESIGN_NICKNAME = controller
export VERILOG_FILES = /design/flow/design.v
export SDC_FILE = /design/flow/constraint.sdc
export NUM_CORES = 4
export LEC_CHECK = 1
export CORE_AREA = 10 10 70 70
export DIE_AREA = 0 0 80 80
```

## flow/constraint.sdc

```tcl
current_design controller

set clk_period 1.1
set clk_io_pct 0.2

create_clock -name clk0 -period $clk_period [get_ports {clk}]

set non_clock_inputs [all_inputs -no_clocks]
set_input_delay [expr $clk_period * $clk_io_pct] -clock clk0 $non_clock_inputs
set_output_delay [expr $clk_period * $clk_io_pct] -clock clk0 [all_outputs]
```

==> results_slide.txt <==
Implementation Results

Layout
  • Layout cells sized above 1: 48.4%
  • Most flops, register: cstate
  • Final core utilization: 10.0%
  • Registers with the most flip-flops: cstate: 4 flops
  • Syn-to-layout area delta: 117%
  • Max reg flops: 4

Yosys
  • Mux frac, synth: 0%
  • Top area cell types: dfxtp_1, nand3b_1, nor3b_2
  • Unique cell types: 11
  • Top cells by count, synth: dfxtp_1, nand3b_1
  • Synth warnings: 1
  • Xor/xnor share: 0%
  • Ys async rst share: 0%
  • Top cell area share: 50.8%
  • Mapped Avg Cell Area: 10.5 um^2
  • Commonest flop: dfxtp_1
  • Most common cell in the synthesized netlist: dfxtp_1
  • Aoi share: 8.73%
  • Yosys stat cell total: 15
  • Seq cells post-synth: 4
  • Cell Area, Synth: 158 um^2
  • Synth Area in Adders: 0%
  • Dominant comb cell: simple AND/OR/NAND/NOR gates
  • Area leader, netlist: dfxtp_1
  • Seq share, synth: 50.8%
  • Yosys stat area: 158 um^2
  • Post-synth EDFFs: 0
  • Post-Syn Instances: 15
  • AND/OR/NAND/NOR Cells, Area Fraction: 35.7%

Drt
  • Drc violations: 0
  • DR vias: 157
  • Vias per inst: 2.04
  • 1st-pass router iterations: 1
  • Initial DRC Count: 0
  • Post-Route WL: 579 um
  • Inserted Diodes: 0
  • Avg WL per Cell: 7.52 um
  • Antenna viol nets, final: 0

Place
  • DP Wirelength: 436 um
  • Routability cong.: 0.649
  • Port Buffers: 9

Clocking
  • Cts hold-fix bufs: 0
  • CTS H-tree lvls: 1
  • CTS tree: done
  • Root buf cell: clkbuf_4
  • Clk sinks: 4
  • Clock buffer depth: 2
  • Num CTS Buffers: 3
  • Clk latency of the worst-skew pair: 0.23 ns
  • Clk slew on worst S/H paths: 0.04 ns

Run status
  • Status: complete, no violations

Setup path
  • Critical path launch point type: register
  • Flop2flop setup slack: 0.26 ns
  • Critical path launch point: cstate[2]
  • Critical path class: register to primary output
  • Peak fanout along the critical path: 2
  • Cells on worst reg2reg path: 3
  • Crit end category: primary output
  • Worst r2r src: cstate[1]
  • End point of the critical path: clr_data
  • WP data arrival: 0.88 ns
  • Worst reg2reg endpoint: cstate[3]
  • CP required: 0.88 ns

GRT
  • Total track usage: 1.94%
  • Initial antenna violation count: 0
  • Total grt overflow: 0
  • First-pass GRT wire length: 945 um
  • Vias in the first global route: 205
  • Largest net degree at the start of global routing: 6

STA
  • Worst-Margin Slew: 0.160 ns
  • TNS Setup: 0 ns
  • Worst Skew: 0.00283 ns
  • Final Max-Slew Violation Tally: 0
  • Final worst path period need: 1.10 ns
  • Period utilization: 99.7%
  • Final tally of setup violations: 0
  • Hold slack final: 0.451 ns
  • Max Fclk: 912 MHz
  • Slew Limit Headroom: 89.3%
  • RSZ-0062 raised after global routing: true
  • Final Hold Viols: 0

Floorplan
  • Rows: 21
  • Io pins: 10
  • Core ar.: 0.00342 mm^2
  • Die height: 80 um
  • Die ar.: 0.00640 mm^2
  • DIE WIDTH: 80 um
  • Initial core utilization: 4.62%

Min path
  • Hold path depth: 1
  • Hold path start: cstate[3]
  • Hold Crit Class: register to register

Power
  • Pleak: 0.142 nW
  • VDD IR max: 0.000443 V
  • PwrDens: 1190 mW/mm^2

Run
  • Number of max-cap violations: 0
  • Tool warning count: 27
stage by stage:
| step | total power, mW | area (um^2) | instances | setup WS [ns] |
|---|---|---|---|---|
| 6_report | 0.405 | 342 | 77 | 0.00336 |
| 4_1_cts | 0.417 | 352 | 77 | -0.0138 |
| 3_5_place_dp | 0.229 | 320 | 72 | -0.437 |
| 3_3_place_gp | 0.227 | 320 | 72 | -0.472 |
| 5_1_grt | 0.435 | 342 | 77 | -0.0404 |
| 2_1_floorplan | 0.177 | 158 | 15 | 0.378 |
worst max-delay path, stage by stage (launching register included):
cell and delay [ns]:
dfxtp_1 0.30, or2_1 0.22, buf_2 0.12
report_power, final:
part	switching [mW]	internal [mW]	total, mW	leakage (nW)
combinational	0.0219	0.0422	0.0642	0.0953
clock	0.0593	0.122	0.181	0.0138
sequential	0.00459	0.155	0.159	0.0331
total	0.0858	0.319	0.405	0.142
kinds of logic after synthesis:
kind of cell           after synthesis
AND/OR/NAND/NOR                      8
flip-flops                           4
buffers and inverters                1
AND-OR/OR-AND                        2
area by class of cell:
type / instances / area, um^2
flip-flops and latches: 4 / 82.6
well taps: 46 / 57.6
fillers: 413 / 3070
multi-input cells: 10 / 70.1
repair buffers: 14 / 109
clock buffers: 3 / 22.5
layout by cell type, fill, tap and decap left out:
master           netlist  layout
a21oi_2                1       1
and2_1                 1       1
and3_1                 1       1
buf_2                  0       1
buf_4                  1       5
clkbuf_2               0       2
clkbuf_4               0       3
clkdlybuf4s50_1        0       3
dfxtp_1                4       2
dfxtp_2                0       2
dlygate4sd2_1          0       3
nand2_1                1       1
nand2b_1               1       1
nand3b_1               2       2
nor3b_2                1       1
o21ai_1                1       1
or2_1                  1       1
worst min path at each step:
| stage | to | slack [ns] |
|---|---|---|
| 4_1_cts | cstate[0] | 0.46 |
| 5_1_grt | cstate[0] | 0.52 |
| 6_report | cstate[0] | 0.45 |
what timing repair did:
item | in CTS | in global routing
setup endpoints to repair | 5 | 3
resized | 12 | 2
buffers inserted | 2 | 0
pin swaps | 1 | 0
metal layers:
metal	up-vias	GRT usage, %	part of all wire, %
met3	0	1.70	11
met1	62	2.66	62
met4	0	0.352	0
met2	12	2.17	27
met5	-	0	0
li1	83	-	-
No activity file was given, so power comes from the tool's default toggle rates.
