### flow/design.v
module adler32 (
  input clk, rst_n,
  input size_valid,
  input [31:0] size,
  input data_start,
  input [7:0] data,
  output checksum_valid,
  output [31:0] checksum
);
  wire lw_last;
  size_count mySize(
    .clock( clk ),
    .rst_n( rst_n ),
    .size( size ),
    .size_valid( size_valid ),
    .data_start( data_start ),
    .last( lw_last )
);
  reg lr_engine_run;
  wire [31:0] lw_checksum;
  adler32_acc myAcc(
    .clk( clk ),
    .rst_n( rst_n ),
    .engine_run( lr_engine_run ),
    .data( data ),
    .checksum( lw_checksum )
);
  assign checksum = lw_checksum;
  always @( posedge clk ) begin
    if( !rst_n ) begin
      lr_engine_run <= 0;
    end
    else begin 
    if( data_start )
      lr_engine_run = 1;
    else
      if( lw_last )
      lr_engine_run = 0;
    end  
  end
  wire lw_checksum_valid;
  wire lw_garbage;
  dff valid_comp(
    .rst_n( rst_n ),
    .clock( clk ),
    .q( lw_checksum_valid ),
    .q_n( lw_garbage ),
    .d( lw_last )
);
  assign checksum_valid = lw_checksum_valid;
endmodule
module adler32_acc (
  input         rst_n, clk, engine_run,
  input  [ 7:0] data,
  output [31:0] checksum
);
  reg  [15:0] A, B;
  wire [15:0] modulo_add_A, modulo_add_B;
  assign checksum = { B, A };
  always @( posedge clk )
    if( !rst_n )
      A <= 1;
    else
      if( engine_run ) 
      A = modulo_add_A;
      else
      A <= 1;
  always @( posedge clk )
    if( !rst_n )
      B <= 0;
    else
      if( engine_run )
      B = modulo_add_B;
      else
      B <= 0;
  modulo_sum sum_A (
    A, {8'h00, data}, modulo_add_A );
  modulo_sum sum_B (
    B, modulo_add_A, modulo_add_B );
endmodule
module modulo_sum(
  input      [15:0] a, b,
  output reg [15:0] sum
);
  always @( a, b ) begin
    if((a + b) == 65521) begin
        sum = 0;
    end  
    else begin
    if((a + b) > 65521) begin
      sum = (a + b) - 65521;
    end  
    else begin
      sum = a + b;
    end  
    end  
  end  
endmodule
module dff (
  input rst_n, clock,
  input d,
  output reg q,
  output q_n
);
  always @(posedge clock )
    if( !rst_n )
      q <= 0;
    else
      q <= d;
  assign q_n = ~q;
endmodule
module size_count (
  input clock, rst_n,
  input [31:0] size,
  input size_valid, data_start,
  output reg last
);
  localparam WAIT_ON_SIZE = 2'b00;
  localparam WAIT_ON_START = 2'b01;
  localparam MACHINE_DECREMENT  = 2'b11;
  reg [1:0] cstate, nstate;
  always @( posedge clock )
    if( !rst_n )
      cstate <= WAIT_ON_SIZE;
    else
      cstate <= nstate;
  reg load,dec;
  wire tc;
  always @*
    case( cstate )
      WAIT_ON_SIZE : begin   
        last   <= 0;
        dec    <= 0;
        if( size_valid ) begin
          load   <= 1;
          nstate <= WAIT_ON_START;
        end
        else begin
          load   <= 0;
          nstate <= WAIT_ON_SIZE;
        end
      end
      WAIT_ON_START : begin
        last   <= 0;
        dec    <= 0;
        load   <= 0;
        nstate <= data_start ? MACHINE_DECREMENT : WAIT_ON_START;
      end
      MACHINE_DECREMENT : begin
        load   <= 0;
        if( tc ) begin
          nstate <= WAIT_ON_SIZE;
          dec    <= 0;
          last   <= 1;
        end
        else begin
          nstate <= MACHINE_DECREMENT;
          dec    <= 1;
          last   <= 0;
        end
      end
      default : begin
        last   <= 0;
        nstate <= WAIT_ON_SIZE;
      end
    endcase   
  datapath dp (
    .clock( clock ),
    .rst_n( rst_n ),
    .size( size ),
    .dec( dec ),
    .load( load ),
    .tc( tc )
);
endmodule
module datapath (
  input clock, rst_n,
  input [31:0] size,
  input reg dec, load,
  output reg tc
);
  reg [31:0] local_size;
  always @( posedge clock ) begin
     if( !rst_n ) begin
       tc         <= 0;
       local_size <= 0;
     end
     else begin
       if( load )
       local_size <= size;
       else begin
         if( dec )
           local_size = local_size - 1;
         else
           local_size <= local_size;
       end  
       if( local_size == 1 )
         tc <= 1;
       else 
         tc <= 0;
     end  
  end  
endmodule
### flow/run.sh
#!/bin/bash
# OpenROAD 26Q1-2900-gdf79404cd8, Yosys 0.63+post, stock flow scripts
make -C /OpenROAD-flow-scripts/flow DESIGN_CONFIG=/design/flow/config.mk WORK_HOME=/design/flow/orfs finish
### flow/config.mk
export PLATFORM = sky130hd
export DESIGN_NAME = adler32
export DESIGN_NICKNAME = adler32
export VERILOG_FILES = /design/flow/design.v
export SDC_FILE = /design/flow/constraint.sdc
export NUM_CORES = 4
export LEC_CHECK = 1
export CORE_UTILIZATION = 50
### flow/constraint.sdc
current_design adler32

set clk_period 21.4
set clk_io_pct 0.2

create_clock -name clk0 -period $clk_period [get_ports {clk}]

set non_clock_inputs [all_inputs -no_clocks]
set_input_delay [expr $clk_period * $clk_io_pct] -clock clk0 $non_clock_inputs
set_output_delay [expr $clk_period * $clk_io_pct] -clock clk0 [all_outputs]
==> flow_metrics.py <==
# Synthesis and PnR figures
metrics = {
    "synth": {
        "netlist.area_leader.share": 0.260,
        "synthesis.instances": 689,
        "edf_count": 0,
        "number_of_cells_in_yosys_stat": 689,
        "synth-seq-cells": 72,
        "synthSimpleGateAreaFrac": 0.301,
        "synth-warning-count": 6,
        "yosys_most_used_dff": "sky130_fd_sc_hd__dfxtp_1",
        "logic_family": "simple AND/OR/NAND/NOR gates",
        "yosys.area_share.adder": 0.0749,
        "xor_area_frac": 0.0863,
        "yosys-stat-area_mm2": 0.00538,
        "mux_share": 0.0112,
        "post_synth_instance_area_mm2": 0.00538,
        "yosys.area.top_type": "sky130_fd_sc_hd__dfxtp_1",
        "post_synth_num_cell_types": 73,
        "synthAoiAreaFrac": 0.227,
        "syn_avg_cell_area_um2": 7.81,
        "top_cells_by_area": "sky130_fd_sc_hd__dfxtp_1 (26%), sky130_fd_sc_hd__ha_1 (6.7%), sky130_fd_sc_hd__a21oi_1 (5.0%), sky130_fd_sc_hd__xnor2_1 (4.9%), sky130_fd_sc_hd__nand2_1 (4.2%)",
        "asyncSetResetFlopFracSynth": 0,
    },
    "sta": {
        "fin_worst_hold_slack_ns": 0.493,
        "finalSetupViolCount": 0,
        "period_used_share": 0.485,
        "count_of_endpoints_without_a_timing_constraint": 2,
        "worst_pin_slew_ns": 0.675,
        "unclocked_pins": 2,
        "finalWorstPathRequiredPeriod_ns": 10.38,
        "final.setup.worst_slack_ns": 11.02,
        "setup-tns-final_ns": 0,
        "slew-limit-headroom": 0.546,
        "fmaxAchievable_mhz": 96.4,
        "clock-skew-final_ns": 0.0127,
        "maxSlewViolCount": 0,
        "timing_hold_violations_final": 0,
        "grt_setup_unrepaired": "false",
    },
    "grt": {
        "grt_max_degree": 65,
        "total_grt_overflow": 0,
        "via_count_of_the_first_global_routing_pass": 4555,
        "gr-usage-all-layers": 0.239,
        "initial_antenna_violation_count": 0,
        "global_route_wire_length_before_repair_mm": 21.1,
    },
    "clocking": {
        "cts_hold_buf": 0,
        "cts-htree-levels": 3,
        "cts.path.max_buffers": 2,
        "tritoncts.num_buffers": 9,
        "cts_repair_resize_count": 0,
        "tritoncts_clock_tree": "built",
        "clock_root_cell": "sky130_fd_sc_hd__clkbuf_8",
        "cts.reportedPaths.clkPinSlew_ns": 0.08,
        "worst_skew_late_latency_ns": 0.35,
        "postCtsSetupBuffers": 0,
    },
    "setup_path": {
        "cp_max_fo": 12,
        "timing_worst_setup_path_type": "in -> reg",
        "timing.critical_path.required_ns": 21.67,
        "startpoint_type": "primary input",
        "end_kind": "register",
        "critPathArrivalTime_ns": 10.65,
    },
    "cells_and_area": {
        "finalCoreUtilization": 0.619,
        "multiInputGateArea_mm2": 0.00376,
        "drive_above_1_share": 0.0597,
        "ff_latch_area_mm2": 0.00143,
        "final_cell_mix": "sky130_fd_sc_hd__clkdlybuf4s50_1 (76), sky130_fd_sc_hd__dfxtp_1 (70), sky130_fd_sc_hd__nand2_1 (60)",
        "syn_to_final_growth_pct": 19.4,
        "layout.filler_cells": 919,
        "final_common_cell": "sky130_fd_sc_hd__clkdlybuf4s50_1",
    },
    "detailed_routing": {
        "detail_route.first_pass.iterations": 5,
        "routed_via_density": 5.69,
        "antenna_cells_inserted": 0,
        "number_of_drc_markers_after_the_initial_detailed_route_iteration": 251,
        "num_vias": 5064,
        "wire_per_inst_um": 14.5,
        "ant_nets": 0,
        "route.detailed.drc": 0,
        "finalWirelength_mm": 12.9,
    },
    "floorplan": {
        "core.rowCount": 37,
        "chipHeight_um": 106,
        "top_level_ports": 77,
        "placeableCoreArea_mm2": 0.0104,
        "die_area_mm2": 0.0112,
        "die_w_um": 106,
        "floorplanUtilization": 0.519,
    },
    "placed_design": {
        "dpl.hpwl_mm": 9.92,
        "worst_case_setup_slack_after_placement_ns": 10.79,
        "routabilityCongestion": 0.880,
        "buffers_on_ports": 76,
    },
    "power": {
        "ir_worst_vdd_mv": 0.0417,
        "static-leakage-power_nw": 2.66,
        "p_per_area_mw_per_mm2": 55.9,
    },
    "job": {
        "maxCapViolations": 0,
        "tool_warnings": 28,
    },
    "outcome": {
        "outcome": "completed",
    },
    "hold_path": {
        "class_of_the_worst_hold_path": "reg -> reg",
    },
}
[path summary, 6_finish.rpt]
check                   start  cells past startpoint          endpoint  slack [ns]
max reg2reg        myAcc.A[0]                     23       myAcc.B[12]       15.08
min reg2reg  mySize.cstate[0]                      2  mySize.cstate[1]        0.49
max                   data[0]                     24       myAcc.B[12]       11.02
min          mySize.cstate[0]                      2  mySize.cstate[1]        0.49
[metal layers]
metal  share of wire  up-vias  GRT usage
met5               0        -          0
met4           0.015        0     0.0347
met3           0.042       14     0.0290
met2            0.48      122      0.405
met1            0.46     2303      0.339
li1                -     2625          -
[cell usage after synthesis, drive strengths merged, types with 3 or more instances]
cell	instances
nor4	12
a31oi	5
a21o	20
mux2i	6
and2	32
nand2b	9
dfxtp	70
o211ai	6
o31ai	3
a211oi	8
nand4	16
nor3b	7
nand3	13
nand3b	3
a21boi	3
a21oi	54
o21a	6
or4	7
or2	4
a31o	6
nor2	55
o2111ai	3
ha	29
or3	24
o211a	6
xnor2	30
nor3	23
xor2	23
and3	9
nand2	60
buf	11
o21ai	44
nor2b	17
clkbuf	18
inv	16
[power breakdown]
group	internal [mW]	leakage (nW)	switching (mW)	total [mW]
registers	0.136	0.588	0.00467	0.141
logic	0.0445	1.96	0.0520	0.0965
clock network	0.0668	0.107	0.0552	0.122
total	0.247	2.66	0.112	0.359
[critical path, stage by stage]
cell and delay [ns]:
sky130_fd_sc_hd__clkdlybuf4s50_1 0.46, sky130_fd_sc_hd__ha_1 0.16, sky130_fd_sc_hd__inv_1 0.05, sky130_fd_sc_hd__fa_1 0.40, sky130_fd_sc_hd__nor2b_1 0.18, sky130_fd_sc_hd__o31ai_1 0.12, sky130_fd_sc_hd__a21oi_1 0.35, sky130_fd_sc_hd__nand3_1 0.20
sky130_fd_sc_hd__xor2_1 0.34, sky130_fd_sc_hd__nor3_4 0.11, sky130_fd_sc_hd__a31oi_2 0.52, sky130_fd_sc_hd__xnor2_1 0.20, sky130_fd_sc_hd__nor2_1 0.07, sky130_fd_sc_hd__ha_1 0.22, sky130_fd_sc_hd__fa_1 0.44, sky130_fd_sc_hd__a21o_1 0.25
sky130_fd_sc_hd__or4_1 0.41, sky130_fd_sc_hd__o32a_1 0.22, sky130_fd_sc_hd__a21boi_2 0.20, sky130_fd_sc_hd__and4b_1 0.30, sky130_fd_sc_hd__and2_1 0.30, sky130_fd_sc_hd__a31oi_1 0.28, sky130_fd_sc_hd__or3_1 0.42, sky130_fd_sc_hd__a21oi_1 0.14
[logic make-up after synthesis]
group,count (synthesis)
AND-OR/OR-AND,185
XOR/XNOR,53
adder cells (fa/ha/maj),31
buffers and inverters,45
flip-flops,70
latches,2
multiplexers,6
AND/OR/NAND/NOR,297
[layout make-up]
cell class | count | area share
multi-input combinational | 572 | 0.586
sequential | 72 | 0.223
timing repair buffer | 78 | 0.121
tap | 136 | 0.0265
clock buffer | 10 | 0.0199
clock inverter | 6 | 0.0146
inverter | 16 | 0.00935
[per-stage QoR]
| step | power [mW] | instance area, um2 | cells |
|---|---|---|---|
| finish | 0.359 | 6420 | 890 |
| floorplan | 0.211 | 5380 | 689 |
| global route | 0.381 | 6420 | 890 |
| global placement | 0.238 | 6200 | 874 |
| CTS | 0.362 | 6420 | 890 |
| detailed placement | 0.239 | 6200 | 874 |
[registers in the layout, summed over array words and instances (netlist names), 3 cells and up]
name	count
myAcc.B	16
mySize.dp.local_size	32
mySize.cstate	3
myAcc.A	16
Power figures rest on the tool's default switching activity, not on a simulated workload.
